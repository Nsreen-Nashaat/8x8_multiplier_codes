### flow/config.mk
export PLATFORM = sky130hd
export DESIGN_NAME = adder_16bit
export DESIGN_NICKNAME = adder_16bit
export VERILOG_FILES = /design/flow/design.v
export SDC_FILE = /design/flow/constraint.sdc
export NUM_CORES = 4
export LEC_CHECK = 1
export CORE_AREA = 10 10 77 77
export DIE_AREA = 0 0 87 87
### flow/constraint.sdc
current_design adder_16bit

set clk_period 7.9
set clk_io_pct 0.2

create_clock -name clk0 -period $clk_period

set non_clock_inputs [all_inputs -no_clocks]
set_input_delay [expr $clk_period * $clk_io_pct] -clock clk0 $non_clock_inputs
set_output_delay [expr $clk_period * $clk_io_pct] -clock clk0 [all_outputs]
### flow/design.v
`timescale 1ns / 1ps
module adder_16bit
(
  input  wire [15:0] a,b,
  output reg [15:0] sum
);
    always@(*)
    begin
        sum = a+b;
    end
endmodule
### flow/run.sh
#!/bin/bash
# OpenROAD 26Q1-2900-gdf79404cd8, Yosys 0.63+post, stock flow scripts
make -C /OpenROAD-flow-scripts/flow DESIGN_CONFIG=/design/flow/config.mk WORK_HOME=/design/flow/orfs finish
==> flow_summary.ini <==
; generated from flow reports
[critical_path]
critPathMaxFanout = 3
worstSetupStartpointType = input pin
path_common_cell = clkdlybuf4s50_1
timing.critical_path.buf_inv = 2
cp_slowest_stage_delay_ns = 0.45
crit_family = AND-OR/OR-AND gates
cp.arrival_ns = 4.22
crit_required_ns = 6.32
endpoint_kind = output pin
cp_cell_sequence = clkdlybuf4s50_1 > ha_1 > fa_1 > a21o_2 > a311oi_2 > o21ai_0 > a311oi_1 > nor3_1 > clkdlybuf4s50_1
critPathKind = in -> out
critPathSlowestCell = clkdlybuf4s50_1

[cts]
cts_resized = 0
postCtsSetupBuffers = 0
cts_hold_buf = 0

[grt]
grt.overflow.total = 0
grt_pass1_wl_mm = 3.995
grt_usage_pct = 6.265
antenna_found_initial = 0
grt_max_degree = 7
grt_pass1_vias = 860

[synth]
synth.top_cell.area_share_pct = 25.91
synth_area_per_cell_um2 = 7.392
simple_gate_share_pct = 15.03
synth-adder-area-share_pct = 28.67
ys_sh_aoi_pct = 35.23
ys_types = 27
synth_xor_xnor_area_share_pct = 18.13
synthMostInstantiatedCell = a21oi_1
ys_top_logic_family = AND-OR/OR-AND gates
ys_sh_mux_pct = 1.382
yosysTopAreaCell = ha_1
yosysSeqAreaShare_pct = 0
syn-cell-area_um2 = 724.4
synth_warnings = 1
top_cells_by_count = a21oi_1, ha_1, xnor2_1
ys_chip_area_um2 = 724.4
ys_cells = 98
synth_cells = 98
area_leaders = ha_1, xnor2_1, a21oi_1

[detailed_routing]
vias_per_cell = 4.424
drt_iter0_drc = 35
vias = 876
drtAntennaViolNets = 0
totalWireLength_mm = 2.472
routedWlPerCell_um = 12.48
diodes = 0
first_pass_iters = 4
drc_errors = 0

[floorplan]
die_x_um = 87
rows = 24
core_mm2 = 0.004354
num_io_pins = 48
fp_util_pct = 16.64
die_h_um = 87
die-area_mm2 = 0.007569

[timing]
setup_slack_ns = 2.100
setup_viol = 0
slew_headroom_pct = 70.00
slew_viol_final = 0
fin_crit_sh_pct = 73.42
worst_pin_slew_ns = 0.4452
rsz0062_at_grt = false
whs_ns = 4.191
finalSetupTns_ns = 0
fmax_ghz = 0.1724
finalCriticalPeriod_ns = 5.800
hold_violations = 0

[finish]
n_fill_cell = 477
area_growth_pct = 75.30
regArea_um2 = 0
layout-drive-gt1-share_pct = 2.740
flop-count = 0
nClkBuffers = 0
comb_area_um2 = 713.2

[run]
warnings = 32
cap_violations = 0

[power]
ir_drop_uv = 34.01
swShare_pct = 36.66
p_per_area_mw_per_mm2 = 83.96
p_clk_share_pct = 0
power_frac_seq_pct = 0
p_leak_nw = 0.5007
combPwrFrac_pct = 100.0
p_switching_mw = 0.03909
power.internal_mw = 0.06754

[placement]
gp_congestion = 0.7996
hpwl_mm = 2.280
io_buffers = 48
dp_worst_setup_slack_ns = 2.092

[min_path]
hold_path_class = in -> out

[outcome]
status = completed
[path summary, 6_finish.rpt]
path,from,to,cells past startpoint
worst min-delay path,b[0],sum[0],3
worst max-delay path,a[0],sum[10],9
[layout by cell type, fill, tap and decap left out]
cell,netlist,layout
nor3_1,3,3
xor2_1,5,5
nor3b_1,1,1
fa_1,1,1
nand2_1,9,9
nand3_1,4,4
a31oi_1,1,1
o211ai_1,3,3
o41ai_2,1,1
a21o_2,1,1
or2_2,1,1
xnor2_1,10,10
a311oi_1,1,1
mux2i_1,1,1
nor2_1,2,2
a311oi_2,1,1
o22ai_1,1,1
o21ai_0,8,8
a21oi_1,17,17
clkdlybuf4s50_1,0,48
a21o_1,2,2
a211o_1,1,1
ha_1,15,15
and3_1,1,1
a211oi_1,1,1
o21bai_1,2,2
inv_1,3,3
nor2b_1,2,2
[through the flow]
step / cell area (um2) / power [mW] / util [%] / cells
global placement: 1270 / 0.1084 / 29.17 / 198
detailed placement: 1270 / 0.1081 / 29.17 / 198
floorplan: 724.4 / 0.04751 / - / 98
finish: 1270 / 0.1066 / 29.17 / 198
global route: 1270 / 0.1195 / 29.17 / 198
CTS: 1270 / 0.1089 / 29.17 / 198
[routing by layer]
metal | GRT usage (%) | vias up | share of wire, %
met5 | 0 | - | 0
met4 | 0 | 0 | 0
met3 | 1.792 | 0 | 8.9
met2 | 10.46 | 23 | 47
met1 | 8.273 | 385 | 45
li1 | - | 468 | -
[area by class of cell]
type	instances	share of cell area, %
inverter	3	0.8867
timing repair buffer	48	37.83
multi-input combinational	95	56.16
tap	52	5.123
[power by group through the flow]
stage         combinational (mW)  sequential [mW]  clock, mW
CTS                        0.109                0          0
global route               0.120                0          0
finish                     0.107                0          0
[logic make-up after synthesis]
group,Yosys count
AND-OR/OR-AND,40
XOR/XNOR,15
adder cells (fa/ha/maj),16
buffers and inverters,3
multiplexers,1
AND/OR/NAND/NOR,23
No activity file was given, so power comes from the tool's default toggle rates.
