`./design.v`:
```
module multiplier_4bit(
  input [3:0] a,
  input [3:0] b,
  output [7:0] result
);
  reg [7:0] mult_result;
  reg [7:0] partial_product;
  reg [3:0] shift_count;
  always @(*) begin
    partial_product = 0;
    shift_count = 0;
    for (shift_count = 0; shift_count < 4; shift_count = shift_count + 1) 
    begin
      if (b[shift_count] == 1)
        partial_product = partial_product + (a << shift_count);
    end
    mult_result = partial_product;
  end
  assign result = mult_result;
endmodule
```
`./run.sh`:
```
#!/bin/bash
# OpenROAD 26Q1-2900-gdf79404cd8, Yosys 0.63+post, stock flow scripts
make -C /OpenROAD-flow-scripts/flow DESIGN_CONFIG=/design/flow/config.mk WORK_HOME=/design/flow/orfs finish
```
`./config.mk`:
```
export PLATFORM = sky130hd
export DESIGN_NAME = multiplier_4bit
export DESIGN_NICKNAME = multiplier_4bit
export VERILOG_FILES = /design/flow/design.v
export SDC_FILE = /design/flow/constraint.sdc
export NUM_CORES = 4
export LEC_CHECK = 1
export CORE_AREA = 10 10 72 72
export DIE_AREA = 0 0 82 82
```
`./constraint.sdc`:
```
current_design multiplier_4bit

set clk_period 6.0
set clk_io_pct 0.2

create_clock -name clk0 -period $clk_period

set non_clock_inputs [all_inputs -no_clocks]
set_input_delay [expr $clk_period * $clk_io_pct] -clock clk0 $non_clock_inputs
set_output_delay [expr $clk_period * $clk_io_pct] -clock clk0 [all_outputs]
```
==> results.py <==
# Flow results
metrics = {
    "grt": {
        "grt_overflow": 0,
        "grt_pass1_wl_um": 2650,
        "grt_max_degree": 12,
        "grt_usage_pct": 4.67,
        "grt_pass1_vias": 605,
        "antenna_found_initial": 0,
    },
    "logic_synthesis": {
        "synth_warnings": 1,
        "synth_stat.cells": 73,
        "netlist_area_sq_um": 578,
        "synth_cells": 73,
        "ys_chip_area_sq_um": 578,
        "ys_seq_share_pct": 0,
        "synth.distinct_cells": 25,
        "top_cell_area_share_pct": 23.8,
        "synth.largest_area_cell": "ha_1",
        "synthTopCellsByArea": "ha_1 (24%), fa_1 (10%), mux2i_1 (6.9%), a21oi_1 (6.1%), mux2_2 (5.8%)",
        "avgSynthCellArea_sq_um": 7.92,
    },
    "run_status": {
        "outcome": "finished, final reports clean",
    },
    "hold_path": {
        "holdPathStages": 4,
        "hold_path.class": "primary input to output pin",
        "hp-start": "b[0]",
    },
    "routing": {
        "drtAntennaViolNets": 0,
        "wire_per_inst_um": 9.86,
        "drc": 0,
        "routed-via-count": 599,
        "first_pass_iters": 4,
        "drt_iter0_markers": 7,
        "antenna_cells": 0,
        "drt-total-wl_um": 1520,
        "via_per_inst": 3.89,
    },
    "pwr": {
        "power_density_nw_per_um2": 113,
        "ir_drop_mv": 0.0502,
        "power_w": 0.000114,
        "leakagePower_nw": 0.484,
    },
    "critical_path": {
        "crit_type": "primary input to output pin",
        "path_buffers": 5,
        "crit_path_start_kind": "primary input",
        "max_stage_delay_ps": 520,
        "critical_path.cell_chain": "clkdlybuf4s15_2, and2_4, ha_4, inv_1, fa_2, mux2i_2, ha_2, inv_1, fa_2, nand2_1, o21a_1, ha_4, fa_2, inv_1, a221oi_1, dlygate4sd2_1",
        "critPathMaxFanout": 2,
        "crit_start": "b[0]",
        "cp_slowest_cell": "fa_2",
        "cp.arrival_ps": 4590,
        "crit_cells": 16,
        "crit_family": "adder cells",
        "endpoint_kind": "output pin",
        "crit_required_ps": 4800,
    },
    "flow_run": {
        "warnings": 33,
        "drv_cap": 0,
    },
    "floorplan": {
        "dieArea_sq_um": 6720,
        "rows": 22,
        "die_w_um": 82,
        "io_pins": 16,
        "die.size.y_um": 82,
        "coreArea_sq_um": 3690,
        "initial_core_util_pct": 15.7,
    },
    "layout": {
        "mostFrequentLayoutCells": "buf_4 (19), clkdlybuf4s50_1 (8), inv_1 (7), ha_1 (7), nand2_1 (6)",
        "flop-count": 0,
        "final_layout_top_logic_cell": "buf_4",
        "fin_util_pct": 27.4,
        "area_growth_pct": 75.1,
        "nClkBuffers": 0,
        "drive_gt1_share_pct": 39.6,
        "fin_area_sq_um": 1010,
        "regArea_sq_um": 0,
    },
    "placement": {
        "dpl_cell_area_sq_um": 896,
        "place_congestion": 0.782,
        "dp_hpwl_um": 1270,
        "port_buffers": 16,
    },
    "timing": {
        "period_minus_slack_ps": 5790,
        "maxSlewViolCount": 0,
        "worstMarginPinSlew_ps": 427,
        "maxSlewHeadroom_pct": 71.4,
        "whs_ps": 3260,
        "rsz0062_at_grt": "false",
        "finalSetupViolCount": 0,
        "max_freq_mhz": 173,
        "hold_viol": 0,
        "period_used_pct": 96.4,
    },
    "cts": {
        "ctsHoldBuffers": 0,
    },
}
[power breakdown]
group	switching (W)	leakage (nW)	internal [W]	total, W
Sequential	0	0	0	0
Combinational	0.0000450	0.484	0.0000690	0.000114
Clock	0	0	0	0
Total	0.0000450	0.484	0.0000690	0.000114
[synthesized netlist by cell type, drive strengths merged]
| cell type | n |
|---|---|
| a211oi | 1 |
| o21bai | 1 |
| nand2b | 3 |
| o21ai | 2 |
| and2 | 2 |
| nor2 | 1 |
| fa | 3 |
| o21a | 3 |
| clkbuf | 2 |
| a22oi | 1 |
| nand2 | 7 |
| nor2b | 2 |
| a21oi | 8 |
| a21o | 3 |
| mux2 | 3 |
| ha | 11 |
| nand3 | 1 |
| xor2 | 4 |
| inv | 8 |
| a221oi | 1 |
| xnor2 | 2 |
| mux2i | 4 |
[final timing paths]
check	end	slack (ps)
max	result[4]	210
min	result[0]	3260
[per-layer routing]
metal / GRT usage (%) / wire length, um / part of all wire, % / up-vias
li1: - / - / - / 317
met1: 6.09 / 696 / 46 / 274
met2: 8.15 / 741 / 49 / 8
met3: 1.10 / 81 / 5.3 / 0
met4: 0 / 0 / 0 / 0
met5: 0 / 0 / 0 / -
[cell families (layout without fill, tap and decap cells)]
| group | Yosys count | in the layout | share of synthesized area (%) |
|---|---|---|---|
| adder cells (fa/ha/maj) | 14 | 14 | 34.2 |
| buffers and inverters | 10 | 43 | 6.49 |
| multiplexers | 7 | 7 | 12.8 |
| XOR/XNOR | 6 | 6 | 10.4 |
| AND-OR/OR-AND | 20 | 20 | 22.5 |
| AND/OR/NAND/NOR | 16 | 16 | 13.6 |
[final cells by class]
type | count | area, sq um
Fill cell | 400 | 2680
Multi-Input combinational cell | 63 | 621
Timing Repair Buffer | 35 | 302
Tap cell | 48 | 60.1
Inverter | 8 | 30.0
[through the flow]
step	TNS, ps	cells	worst slack [ps]
4_1_cts	0	153	37.2
2_1_floorplan	0	73	766
3_3_place_gp	-1370	149	-415
5_1_grt	0	154	19.9
6_report	0	154	214
3_5_place_dp	-1440	149	-433
[what timing repair did]
item,4_1_cts,5_1_grt
resized,26,4
buffers inserted,4,1
pin swaps,15,5
setup endpoints to repair,4,4
Power is estimated from default activity; no workload was simulated.
