**./run.sh**
```bash
#!/bin/bash
# OpenROAD 26Q1-2900-gdf79404cd8, Yosys 0.63+post, stock flow scripts
make -C /OpenROAD-flow-scripts/flow DESIGN_CONFIG=/design/flow/config.mk WORK_HOME=/design/flow/orfs finish
```
**./config.mk**
```make
export PLATFORM = sky130hd
export DESIGN_NAME = multiplier_controller
export DESIGN_NICKNAME = multiplier_controller
export VERILOG_FILES = /design/flow/design.v
export SDC_FILE = /design/flow/constraint.sdc
export NUM_CORES = 4
export LEC_CHECK = 1
export CORE_AREA = 10 10 70 70
export DIE_AREA = 0 0 80 80
```
**./constraint.sdc**
```tcl
current_design multiplier_controller

set clk_period 3.8
set clk_io_pct 0.2

create_clock -name clk0 -period $clk_period [get_ports {clk}]

set non_clock_inputs [all_inputs -no_clocks]
set_input_delay [expr $clk_period * $clk_io_pct] -clock clk0 $non_clock_inputs
set_output_delay [expr $clk_period * $clk_io_pct] -clock clk0 [all_outputs]
```
**./design.v**
```verilog
module multiplier_controller
(
    input clk, reset_a, 
    input start,
    input [1:0] count,
    output reg [1:0] input_sel, shift_sel,
    output reg [2:0] state_out,
    output reg done, clk_ena, sclr_n
);
    reg [2:0] current_state, next_state ;
    localparam idle      = 3'b000;
    localparam lsb       = 3'b001;
    localparam mid       = 3'b010;
    localparam msb       = 3'b011;
    localparam calc_done = 3'b100;
    localparam err       = 3'b101;
    always @(posedge clk or negedge reset_a)
    begin
        if(!reset_a)
            current_state <= idle;
        else
            current_state <= next_state;
        end
    always @(*)
    begin
        state_out = 3'b000;
        input_sel = 2'b00;
        shift_sel = 2'b00;
        done =0;
        clk_ena = 0;
        sclr_n = 0;
        case (current_state)
        idle:
        begin
            if(start == 1 )
            begin
                done = 0;
                clk_ena = 1;
                sclr_n = 0;
                next_state = lsb;
            end
            else 
            begin
                done = 0;
                clk_ena = 0;
                sclr_n = 1;
		        next_state = idle;
            end
        end
        lsb:
        begin
		  state_out = 3'b001;
          if(start == 0 && count == 2'b00 )
          begin
                input_sel = 2'b00;
                shift_sel = 2'b00;
                done = 0;
                clk_ena = 1;
                sclr_n = 1;
                next_state = mid;
           end
           else
           begin
                done = 0;
                clk_ena = 0;
                sclr_n = 1;
                next_state = err;
           end
        end
         mid:
           begin
               state_out = 3'b010;
               if(start == 0 && count == 2'b01 )
               begin
                   input_sel = 2'b10;
                   shift_sel = 2'b01;
                   done = 0;
                   clk_ena = 1;
                   sclr_n = 1;
                   next_state = mid;
               end
               else if(start ==0 && count == 2'b10 )
               begin
                   input_sel = 2'b10;
                   shift_sel = 2'b01;
                   done = 0;
                   clk_ena = 1;
                   sclr_n = 1;
                   next_state = msb;
               end
               else 
               begin
                  done = 0;
                  clk_ena = 0;
                  sclr_n = 1;
               end
          end
          msb:
          begin
             state_out = 3'b011;
             if(start ==0 && count == 2'b11 )
             begin
                 input_sel = 2'b11;
                 shift_sel = 2'b10;
                 done = 0;
                 clk_ena = 1;
                 sclr_n = 1;
                 next_state = calc_done;
             end
             else 
             begin
                done = 0;
                clk_ena = 0;
                sclr_n = 1;
                next_state = err;
             end
        end
        calc_done:
          begin
             state_out = 3'b100;
             if(start)
             begin
                 done = 0;
                 clk_ena = 1;
                 sclr_n = 1;
                 next_state = err;
             end
             else 
             begin
                done = 1;
                clk_ena = 0;
                sclr_n = 1;
                next_state = idle;
             end
        end		
      err:
          begin
			 state_out = 3'b101;
             if(start == 0)
             begin
                 done = 0;
                 clk_ena = 0;
                 sclr_n = 1;
			     next_state = err;
             end
             else 
             begin
                done = 0;
                clk_ena = 1;
                sclr_n = 0;
		        next_state = lsb;
             end
         end
         default:
         begin
             next_state = current_state ;
          end            
        endcase
    end
endmodule
```
==> metrics.yaml <==
outcome:
  status: "completed"
worst_setup_path:
  path_delay_family: "buffers and inverters"
  cp.required_ns: 3.04
  cp_cell_sequence: "clkdlybuf4s50_1 > or3b_1 > or3_1 > o311ai_1 > clkdlybuf4s50_1"
  critPathLaunchType: "primary input"
  crit_path_top_delay_cell: "clkdlybuf4s50_1"
  cp_num_buf_inv: 2
  critPathMaxStageDelay_ns: 0.52
  path_common_cell: "clkdlybuf4s50_1"
  critPathMaxFanout: 2
  worstSetupPathType: "primary input to output pin"
  critPathCaptureType: "output pin"
  cp.arrival_ns: 2.55
die:
  fp_util_pct: 12.16
  core_um2: 3416
  num_rows: 21
  dieWidth_um: 80
  die-area_um2: 6400
  die_h_um: 80
  io_pins: 15
layout:
  num-fill-cells: 390
  layout-drive-gt1-share_pct: 8.065
  combGateArea_um2: 234.0
  seq_area_um2: 120.1
  areaGrowthSynthToFinish_pct: 42.77
place:
  dp_slack_ns: 0.4816
  routabilityCongestion: 0.7869
  dp_hpwl_um: 797.6
  port_buffers: 14
synthesis:
  edf_count: 0
  yosys_most_used_dff: "dlxtn_1"
  synth_cell_types: 30
  syn_area_um2: 415.4
  synth_area_per_cell_um2: 8.308
  top_cells_by_area: "dfrtp_1, dlxtn_1, buf_4, nor3b_1, xnor2_1"
  top_cell: "buf_4"
  yosys_warnings: 1
  synth_cells: 50
  ys_cells: 50
  ys.flops: 6
  async_flop_share_pct: 50.00
  yosys_area_um2: 415.4
  synthTopCellsByCount: "buf_4, nor3b_1, dfrtp_1, dlxtn_1, nor2_1"
  yosys.area.top_type: "dfrtp_1"
  yosys.area.top_type_share_pct: 18.07
clocking:
  cts_max_level: 1
  postCtsHoldBufs: 0
  cts_buffers: 3
  root_buffer: "clkbuf_4"
  cts_setup_buffers: 0
  clockBufferDepth: 2
  cts_tree: "yes"
  post_cts_resized: 0
  path_clk_slew_ns: 0.04
global_routing:
  first_global_vias: 391
  antenna_found_initial: 0
  grt_overflow: 0
  grt_max_degree: 16
  grt_usage_pct: 3.248
  grt_pass1_wl_um: 1731
final_timing:
  slew_violations: 0
  period_used_pct: 87.07
  holdWs_ns: 0.7081
  rsz0062_at_grt: "false"
  unclocked_pins: 3
  setup_viol: 0
  tns_ns: 0
  hold_violations: 0
  untimed_endpoints: 6
  worst_slew_pin_slew_ns: 0.4461
  max_freq_mhz: 302.2
  min_period_ns: 3.309
  slew_headroom_pct: 70.26
  finalWorstSetupSlack_ns: 0.4913
drt:
  wirelength_um: 1078
  vias: 389
  wl_per_cell_um: 9.981
  final_antenna_net_count: 0
  drc_errors: 0
  diodes: 0
  firstDrtPassIters: 4
  dr.first_iter.drc_count: 29
  via_per_inst: 3.602
pwr:
  p_per_area_nw_per_um2: 176.7
  power_mw: 0.1048
  leakagePower_nw: 0.2104
  ir_drop_mv: 0.03061
hold_path:
  hp-class: "primary input to async pin"
job:
  max_cap_violations: 0
  tool_warnings: 25
[metrics by stage]
stage / utilization, % / area, um^2 / std cells
2_1_floorplan: - / 415.4 / 50
3_3_place_gp: 16.59 / 566.8 / 104
3_5_place_dp: 16.59 / 566.8 / 104
4_1_cts: 17.36 / 593.1 / 108
5_1_grt: 17.36 / 593.1 / 108
6_report: 17.36 / 593.1 / 108
[flip-flops by register name, indices dropped and copies added, names as in the netlist]
| name | flops |
|---|---|
| current_state | 3 |
| next_state | 3 |
[report_power, final]
group | internal, mW | total (mW) | switching, mW
logic | 0.00924 | 0.0172 | 0.00797
clock network | 0.0393 | 0.0553 | 0.0159
registers | 0.0323 | 0.0323 | 0.00000689
[worst paths after layout]
check | start | to | slack (ns) | cells past startpoint
worst max-delay path | start | clk_ena | 0.49 | 5
worst min-delay path | reset_a | current_state[0] | 0.71 | 1
max in group asynchronous | reset_a | current_state[1] | 2.95 | 1
min in group clk0 | current_state[2] | state_out[1] | 2.06 | 2
[layout by cell type, fill, tap and decap left out, types with 2 or more instances in the layout]
cell type        synthesis  final
nor2b_1                  2      2
o21ai_0                  2      2
xnor2_1                  2      2
inv_1                    2      2
dfrtp_1                  3      3
clkdlybuf4s50_1          0     14
nand2b_1                 2      2
nor3b_1                  4      4
nor3_1                   2      2
clkbuf_4                 0      3
nor2_1                   3      3
dlxtn_1                  3      3
a21oi_1                  2      2
[area by class of cell]
| class | count | area share [%] |
|---|---|---|
| sequential | 6 | 20.25 |
| multi-input combinational | 35 | 39.45 |
| tap | 46 | 9.705 |
| clock buffer | 4 | 4.430 |
| inverter | 2 | 1.266 |
| timing repair buffer | 15 | 24.89 |
[logic make-up (layout without fill, tap and decap cells)]
family	after synthesis	count (layout)	share of synthesized area, %
AOI/OAI and AO/OA	13	13	21.99
xor gates and xnor gates	2	2	4.218
buffers and inverters	9	21	14.76
DFF	3	3	18.07
latches	3	3	10.84
and+or+nand+nor	20	20	30.12
[per-layer routing]
| layer | wire length (um) | GRT usage (%) |
|---|---|---|
| met4 | 23 | 1.232 |
| met2 | 382 | 3.612 |
| met5 | 0 | 0 |
| met1 | 515 | 4.609 |
| met3 | 156 | 2.159 |
Power and IR drop assume default switching activity.
